File: flow/constraint.sdc
current_design STAGE4

set clk_period 1.0
set clk_io_pct 0.2

create_clock -name clk0 -period $clk_period [get_ports {SYS_CLK}]

set non_clock_inputs [all_inputs -no_clocks]
set_input_delay [expr $clk_period * $clk_io_pct] -clock clk0 $non_clock_inputs
set_output_delay [expr $clk_period * $clk_io_pct] -clock clk0 [all_outputs]
File: flow/design.v
module STAGE4  
(
	input SYS_CLK  , 
	input RESET_N ,
	input signed[25:0] DATAIN, 
	output reg signed [13:0] DATAOUT,
	output reg OVERFLOW
);
wire signed [31:0] support_product;
parameter multi_na_inv = 273; 
initial 
begin
	OVERFLOW = 1'b0;
	DATAOUT = 1'b0;
end
assign support_product = (DATAIN[25]==1'b0)? multi_na_inv*DATAIN:1'b0; 
always @(negedge RESET_N or posedge SYS_CLK)
begin
	if (!RESET_N ) begin
		DATAOUT	<= 1'b0;
	end
	else begin
		DATAOUT <= support_product[25:13];
		if(support_product[25:12]>14'd8191 && !support_product[25]) OVERFLOW <= 1'b1;
		else OVERFLOW <= 1'b0;
	end
end
endmodule 
File: flow/config.mk
export PLATFORM = sky130hd
export DESIGN_NAME = STAGE4
export DESIGN_NICKNAME = STAGE4
export VERILOG_FILES = /design/flow/design.v
export SDC_FILE = /design/flow/constraint.sdc
export NUM_CORES = 4
export LEC_CHECK = 1
export CORE_UTILIZATION = 50
File: flow/run.sh
#!/bin/bash
# OpenROAD 26Q1-2900-gdf79404cd8, Yosys 0.63+post, stock flow scripts
make -C /OpenROAD-flow-scripts/flow DESIGN_CONFIG=/design/flow/config.mk WORK_HOME=/design/flow/orfs finish
==> flow_metrics.py <==
# Flow results
metrics = {
    "run_status": {
        "status": "aborted with a tool error",
        "flow.stopped_at": "global routing",
        "tool.error": "[ERROR DPL-0036] Detailed placement failed.",
    },
    "synthesis": {
        "synthesis.instances": 225,
        "netlist_area_sq_um": 2220,
        "edf_count": 1,
        "yosysWarnings": 1,
        "synthArstFlopShare_pct": 92.9,
        "ys.flop_type": "dfrtp_1",
        "ys_cells": 225,
        "synth.distinct_cells": 48,
        "ys_ff": 14,
        "ys_seq_share_pct": 16.0,
        "ys_chip_area_sq_um": 2220,
        "syn_area_per_cell_sq_um": 9.88,
    },
    "die": {
        "die_h_microns": 68.7,
        "die-width_microns": 68.7,
        "top_level_ports": 43,
        "rows": 23,
        "fp_util_pct": 53.7,
    },
    "sta": {
        "grt-worst-endpoint": "DATAOUT[11]$_DFF_PN0_/D",
        "endpoint_type": "register data pin",
    },
    "clock_tree": {
        "ctsHtreeMaxLevel": 1,
        "cts_root_buf": "clkbuf_8",
        "cts-buffers-inserted": 3,
        "cts-hold-fix-buffers": 0,
        "cts_buffer_depth": 2,
        "clkSinkCount": 14,
    },
    "place": {
        "place_congestion": 0.935,
        "portBuffers": 41,
        "place_area_sq_um": 3440,
        "dp_hpwl_microns": 4470,
    },
    "global_route": {
        "grt_max_degree": 14,
    },
}
==> synthesized netlist by cell type (all sizes together), types with 3 or more instances <==
cell type  number  area share (%)
nor2           14             2.4
o211ai          3             1.0
o21bai          4             1.4
fa             16              14
buf             4             1.2
dfrtp          13              15
nor2b           3            0.84
inv            26             4.4
mux2            4             2.2
xnor2           6             2.4
a21oi          18             4.1
nand4           3            0.84
ha             56              32
o21ai           7             1.6
o21a            3             1.0
o31ai           3             1.2
nand2           7             1.2
nor3            5             1.1
==> repair_timing <==
item | CTS
endpoints found under the setup margin | 27
pin swaps | 47
resized | 158
buffers inserted | 7
==> kinds of logic after synthesis <==
family          Yosys count  share of synthesized area [%]
mux                       4                           2.19
simple gates             39                           8.50
xor+xnor                  8                           3.15
compound gates           55                           18.1
buf+inv                  32                           5.96
fa+ha+maj                72                           45.9
flops                    14                           16.0
other cells               1                          0.169
==> through the flow <==
step	worst slack [ns]	hold slack, ns	util (%)	power [uW]	instances
2_1_floorplan	-1.78	-0.0956	-	3380	226
3_5_place_dp	-2.51	0.631	83.1	5080	368
3_3_place_gp	-2.44	0.640	83.1	5020	368
4_1_cts	-1.82	0.377	95.0	6410	379
Power is estimated from default activity; no workload was simulated.
