==> design/flow/design.v <==
module GET_DELTA_SIGNAL  
(
	input SYS_CLK  , 
	input RESET_N ,
	input signed[13:0] DATA, 
	output reg signed [31:0] DATAOUT
); 
reg signed [13:0] PRE_DATA;
wire signed [31:0] support_product;
parameter multi_b10 = 64553; 
initial 
begin
	PRE_DATA = 1'b0;
end
assign support_product = multi_b10*PRE_DATA;
always @(negedge RESET_N or posedge SYS_CLK)
begin
	if (!RESET_N ) begin
		DATAOUT	<= 1'd0;
	end
	else begin
		DATAOUT <= (DATA*1024) -(support_product/64); 
		PRE_DATA <= DATA;
	end
end
endmodule 
==> design/flow/run.sh <==
#!/bin/bash
# OpenROAD 26Q1-2900-gdf79404cd8, Yosys 0.63+post, stock flow scripts
make -C /OpenROAD-flow-scripts/flow DESIGN_CONFIG=/design/flow/config.mk WORK_HOME=/design/flow/orfs finish
==> design/flow/config.mk <==
export PLATFORM = sky130hd
export DESIGN_NAME = GET_DELTA_SIGNAL
export DESIGN_NICKNAME = GET_DELTA_SIGNAL
export VERILOG_FILES = /design/flow/design.v
export SDC_FILE = /design/flow/constraint.sdc
export NUM_CORES = 4
export LEC_CHECK = 1
export CORE_UTILIZATION = 40
==> design/flow/constraint.sdc <==
current_design GET_DELTA_SIGNAL

set clk_period 13.7
set clk_io_pct 0.2

create_clock -name clk0 -period $clk_period [get_ports {SYS_CLK}]

set non_clock_inputs [all_inputs -no_clocks]
set_input_delay [expr $clk_period * $clk_io_pct] -clock clk0 $non_clock_inputs
set_output_delay [expr $clk_period * $clk_io_pct] -clock clk0 [all_outputs]
==> flow_metrics.rpt <==
=== SYNTHESIS / PLACE & ROUTE SUMMARY ===
----------------------------------------------------
[Setup path]
  Stage delay of the slowest cell on the critical path ........................ 0.60 ns
  Critical path launch point type ........................ flip-flop
  Signal arrival time at the worst endpoint ........................ ~8 ns
  Cells on worst reg2reg path ........................ 29
  Cell with the most instances on the worst path ........................ sky130_fd_sc_hd__ha_1
  WP data required ........................ 13.88 ns
  Type of the setup path with the least slack ........................ flip-flop to flip-flop
  Largest fanout on the critical path ........................ 8
  Worst-path cell with the longest stage delay ........................ sky130_fd_sc_hd__edfxtp_1
  Critical path capture point type ........................ flip-flop

[GRT]
  Largest net degree at the start of global routing ........................ about 47
  Met2 GRT Util ........................ 0.2764
  Met3 routing resource usage after global routing ........................ 0.03475
  Most congested layer reported by global routing ........................ met1
  Global-route total usage across every layer ........................ 0.1777
  Initial antenna violation count ........................ 0
  Global route total overflow ........................ 0
  Number of global-route vias before repair ........................ ~5100
  First-pass GRT wire length ........................ 24730 µm
  GRT met1 Usage ........................ 0.2782

[Synth]
  Synthesized chip area reported by yosys ........................ around 0.0072 mm²
  Ys flops ........................ 46
  Count of distinct cell types in the synthesized netlist ........................ between 40 and 50
  Average instance area after synthesis ........................ roughly 9.3 µm²
  Main flop type ........................ sky130_fd_sc_hd__dfrtp_1
  Number of synthesized flops with an enable pin ........................ 14
  Number of instances in the synthesized netlist ........................ 768
  Ys cells ........................ roughly 770
  Sequential cell area fraction in the yosys report ........................ 0.1706
  Post-Syn Area ........................ between 0.007 and 0.008 mm²
  Async set or reset register ratio after synthesis ........................ 0.6957
  YS warnings ........................ 1

[Placement]
  Total instance count after detailed placement ........................ roughly 1000
  Tally of buffers added on design ports ........................ 47
  Placement-stage cell area ........................ slightly below 0.008 mm²
  DP Wirelength ........................ 12650 µm
  Placer's final routability congestion estimate ........................ 0.9720

[Floorplanning]
  Chip area ........................ 0.01843 mm²
  Chip Width ........................ between 100 and 150 µm
  Die Span Y ........................ about 140 µm
  Initial core utilization ........................ 0.4124
  CORE AREA ........................ 0.01736 mm²
  Site Rows ........................ 48
  Number of placed I/O pins ........................ approximately 48

[STA]
  Total setup violations reported at the end of the flow ........................ 0
  RSZ-0062 raised after global routing ........................ no
  Slew Viols, Final ........................ 0
  Period Utilization, post-route ........................ 0.5608
  Fmax ........................ about 130 MHz
  Setup_tns ........................ 0 ns
  Worst slew margin ........................ 0.5868
  Slew @ Worst Pin ........................ between 0.6 and 0.7 ns
  Hold Violations, Final ........................ 0
  Worst hold margin ........................ 0.9602 ns
  Skew final ........................ 0.01204 ns
  Min cycle time layout ........................ approximately 7.7 ns

[Clock tree]
  Number of buffers added for setup after CTS ........................ 0
  Clock tree from TritonCTS ........................ done
  Number of clock buffers inserted by TritonCTS ........................ 5
  Post-CTS Hold Fix Bufs ........................ 0
  Htree depth ........................ 2
  Clock root buffer ........................ sky130_fd_sc_hd__clkbuf_16
  Clock sink count ........................ around 46
  Worst-Skew Late Latency ........................ approximately 0.3 ns
  Worst-case clock buffer depth ........................ 2
  Clock transition at the registers of the reported paths ........................ 0.08 ns
  Quantity of gates resized following cts ........................ 0

[Min path]
  Class of the most critical hold timing path ........................ flip-flop to flip-flop
  Hold path cells ........................ 3

[Detailed routing]
  First-pass detailed-route iteration total ........................ 5
  Number of violations reported at the end of detailed-routing iteration 0 ........................ between 200 and 250
  Diodes inserted ........................ 0
  Detail-routed net length per standard cell ........................ approximately 14 µm
  Vias ........................ ~5300
  Remaining antenna violation count ........................ 0
  Count of unresolved DRC violations after routing ........................ 0
  Final wirelength ........................ between 10000 and 15000 µm
  Via-per-instance ratio ........................ about 5

[Cells and area]
  Finished Layout Cells ........................ between 1000 and 1500
  Layout cell share with drive strength beyond 1 ........................ 0.01724
  Fraction of the core area covered by cells at the end of the flow ........................ 0.4627
  Commonest cells after routing, fill and taps aside ........................ sky130_fd_sc_hd__inv_1, sky130_fd_sc_hd__ha_1, sky130_fd_sc_hd__fa_1
  Number of filler cells placed in the layout ........................ about 1600
  Fin area ........................ roughly 0.008 mm²
  Area Overhead vs Synth ........................ 12.20%

[Status]
  Status ........................ complete, no violations

[Flow run]
  Max Cap Viol ........................ 0
  Log Warnings ........................ 39

----------------------------------------------------
[metrics by stage]
stage	setup WS (ns)
global route	5.607
finish	6.017
CTS	6.017
floorplan	6.800
global placement	6.205
detailed placement	6.129
[sequential cells by signal, summed over array words and instances (netlist names)]
register / count
DATAOUT: 32
PRE_DATA: 14
[logic make-up (layout without fill, tap and decap cells)]
| kind of cell | after synthesis | count (layout) | share of synthesized area |
|---|---|---|---|
| AOI/OAI and AO/OA | 157 | 157 | 0.1397 |
| buffers and inverters | 182 | 226 | 0.09544 |
| adders and majority gates | 230 | 230 | 0.4660 |
| DFF | 46 | 46 | 0.1706 |
| xor gates and xnor gates | 47 | 47 | 0.05856 |
| and+or+nand+nor | 106 | 106 | 0.06975 |
[critical path, delay by kind of cell (launching register included)]
kind / cells / cell delay [ns]
compound gates: 10 / 2.23
xor+xnor: 2 / 0.40
fa+ha+maj: 10 / 3.77
buf+inv: 5 / 0.29
flops: 1 / 0.60
simple gates: 2 / 0.27
[metal layers]
layer | share of wire | wire length (µm) | vias up
met5 | 0 | 0 | -
met4 | 0.0034 | 50 | 0
met3 | 0.053 | 788 | 4
met2 | 0.47 | 6950 | 105
met1 | 0.48 | 7123 | 2522
li1 | - | - | 2655
[path summary, 6_finish.rpt]
path	start	end	slack (ns)
setup / recovery	PRE_DATA[13]$_DFFE_PP_	DATAOUT[29]$_DFF_PN0_	6.02
hold / removal	PRE_DATA[2]$_DFFE_PP_	DATAOUT[0]$_DFF_PN0_	0.96
setup reg to reg	PRE_DATA[13]$_DFFE_PP_	DATAOUT[29]$_DFF_PN0_	6.02
hold reg to reg	PRE_DATA[2]$_DFFE_PP_	DATAOUT[0]$_DFF_PN0_	0.96
max in group asynchronous	RESET_N	DATAOUT[29]$_DFF_PN0_	10.74
min in group asynchronous	RESET_N	DATAOUT[2]$_DFF_PN0_	2.55
[final cells by class]
type                       count  area [µm²]  area share
timing repair buffer          48       473.0     0.05889
inverter                     170       638.1     0.07945
sequential                    46        1221      0.1520
clock buffer                   6       150.1     0.01869
multi-input combinational    540        5254      0.6542
tap                          225       281.5     0.03505
clock inverter                 2       13.76    0.001714
[cells in the mapped netlist (2+ instances only)]
library cell | n | area, µm²
sky130_fd_sc_hd__dfrtp_1 | 32 | 800.8
sky130_fd_sc_hd__nor3_1 | 7 | 35.03
sky130_fd_sc_hd__edfxtp_1 | 14 | 420.4
sky130_fd_sc_hd__o21ai_1 | 14 | 70.07
sky130_fd_sc_hd__and3_1 | 3 | 18.77
sky130_fd_sc_hd__ha_1 | 169 | 2115
sky130_fd_sc_hd__nand3_1 | 9 | 45.04
sky130_fd_sc_hd__xor2_1 | 22 | 192.7
sky130_fd_sc_hd__nand2_1 | 38 | 142.6
sky130_fd_sc_hd__o21ai_0 | 18 | 90.09
sky130_fd_sc_hd__inv_1 | 169 | 634.4
sky130_fd_sc_hd__o21bai_1 | 5 | 37.54
sky130_fd_sc_hd__nor2_1 | 23 | 86.33
sky130_fd_sc_hd__nor2b_1 | 3 | 18.77
sky130_fd_sc_hd__and4_1 | 2 | 17.52
sky130_fd_sc_hd__a21boi_0 | 2 | 15.01
sky130_fd_sc_hd__a21o_1 | 22 | 165.2
sky130_fd_sc_hd__o31ai_1 | 5 | 37.54
sky130_fd_sc_hd__xnor2_1 | 24 | 210.2
sky130_fd_sc_hd__nand2b_1 | 6 | 37.54
sky130_fd_sc_hd__a31oi_1 | 6 | 37.54
sky130_fd_sc_hd__nand4_1 | 11 | 68.82
sky130_fd_sc_hd__o21a_1 | 5 | 37.54
sky130_fd_sc_hd__a211oi_1 | 4 | 30.03
sky130_fd_sc_hd__fa_1 | 61 | 1221
sky130_fd_sc_hd__o211ai_1 | 8 | 60.06
sky130_fd_sc_hd__o221ai_1 | 2 | 17.52
sky130_fd_sc_hd__clkbuf_1 | 12 | 45.04
sky130_fd_sc_hd__a21oi_1 | 52 | 260.3
