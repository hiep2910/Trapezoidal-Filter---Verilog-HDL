===== flow/config.mk =====
export PLATFORM = sky130hd
export DESIGN_NAME = STAGE2_GET_SQUARE_SIGNAL
export DESIGN_NICKNAME = STAGE2_GET_SQUARE_SIGNAL
export VERILOG_FILES = /design/flow/design.v
export SDC_FILE = /design/flow/constraint.sdc
export NUM_CORES = 4
export LEC_CHECK = 1
export CORE_UTILIZATION = 30

===== flow/constraint.sdc =====
current_design STAGE2_GET_SQUARE_SIGNAL

set clk_period 8.5
set clk_io_pct 0.2

create_clock -name clk0 -period $clk_period [get_ports {SYS_CLK}]

set non_clock_inputs [all_inputs -no_clocks]
set_input_delay [expr $clk_period * $clk_io_pct] -clock clk0 $non_clock_inputs
set_output_delay [expr $clk_period * $clk_io_pct] -clock clk0 [all_outputs]

===== flow/design.v =====
module STAGE2_GET_SQUARE_SIGNAL  
(
	input SYS_CLK  , 
	input RESET_N ,
	input signed[31:0] DATAIN , 
	output signed [21:0] DATAOUT
) ;
    reg signed [31:0]dataout_support;
    assign DATAOUT = dataout_support[31:10];
	initial
	begin
		dataout_support = 1'b0;
	end
	always@(negedge RESET_N or posedge SYS_CLK) 
	begin
		if (!RESET_N ) begin
			dataout_support <= 1'd0;
		end
		else 
		begin
			if(DATAIN[0]==1'b0 || DATAIN[0]==1'b1) dataout_support <= DATAIN+dataout_support;
			else dataout_support <= dataout_support;
		end
	end
endmodule 

===== flow/run.sh =====
#!/bin/bash
# OpenROAD 26Q1-2900-gdf79404cd8, Yosys 0.63+post, stock flow scripts
make -C /OpenROAD-flow-scripts/flow DESIGN_CONFIG=/design/flow/config.mk WORK_HOME=/design/flow/orfs finish

==> flow_metrics.env <==
# flow metrics
export IMPL_postSynth_topFlopCell="sky130_fd_sc_hd__dfrtp_1"
export IMPL_topRoutingLayerUsed="met4"
export IMPL_finalHoldWorstSlack_ns=0.475
export IMPL_maxCapViolations=0
export IMPL_grt_remaining_overflow=0
export IMPL_layout_top_cell="sky130_fd_sc_hd__clkdlybuf4s50_1"
export IMPL_route_vias_total=2203
export IMPL_hpwl_detailed_mm=4.64
export IMPL_routed_wire_length_per_instance_um=13.7
export IMPL_detail_route_antenna_nets=0
export IMPL_clockBufferDepth=2
export IMPL_largest_register_ff_count=32
export IMPL_rsz_0062_raised_after_global_routing="no"
export IMPL_outcome="finished clean"
export IMPL_numSynthFlops=32
export IMPL_route_final_wire_length_mm=5.95
export IMPL_synth_warnings=1
export IMPL_gp_congestion=0.813
export IMPL_post_drt_via_cell_ratio=5.08
export IMPL_period_needed_ns=3.97
export IMPL_floorplan_die_area_um2=9430
export IMPL_worst_slew_pin_slew_ns=0.524
export IMPL_largestRegisters="dataout_support x32"
export IMPL_timing_clock_skew_ns=0.00722
export IMPL_stage_log_warnings=25
export IMPL_antenna_violations_before_repair=0
export IMPL_slew_viol_final=0
export IMPL_hold_class="flip-flop to flip-flop"
export IMPL_slew_headroom_pct=64.2
export IMPL_maximum_number_of_pins_on_one_net_before_global_route_repair=33
export IMPL_drive_gt1_share_pct=5.21
export IMPL_post_cts_hold_buffer_count=0
export IMPL_peakVddDrop_mv=0.127
export IMPL_htreeDepth=2
export IMPL_post_cts_resized_instances=0
export IMPL_timing_critical_path_from_type="input pin"
export IMPL_cts_root_buf="sky130_fd_sc_hd__clkbuf_8"
export IMPL_ys_async_sr_fraction_pct=100
export IMPL_synth_cells=294
export IMPL_first_global_vias=2177
export IMPL_cts_sink_count=32
export IMPL_wl_met1_mm=3.06
export IMPL_post_synth_top_area_cell="sky130_fd_sc_hd__dfrtp_1"
export IMPL_crit_required_ns=8.67
export IMPL_largest_register="dataout_support"
export IMPL_crit_path_max_fanout=4
export IMPL_total_power_density_per_cell_area_nw_per_um2=397
export IMPL_distinct_lib_cells_used=53
export IMPL_power_share_switching_pct=41.6
export IMPL_globalRouteTotalUtil_pct=13.3
export IMPL_syn_area_um2=2710
export IMPL_worstPathArrival_ns=4.13
export IMPL_setup_tns_ns=0
export IMPL_finalClockPeriodUsage_pct=46.7
export IMPL_tritoncts="done"
export IMPL_yosys_area_um2=2710
export IMPL_leakagePower_nw=1.46
export IMPL_synth_top_cells_by_area="sky130_fd_sc_hd__dfrtp_1 30%, sky130_fd_sc_hd__ha_1 14%, sky130_fd_sc_hd__buf_4 6.1%, sky130_fd_sc_hd__a21oi_1 5.3%, sky130_fd_sc_hd__a21o_1 5.3%"
export IMPL_layout_area_overhead_vs_synth_pct=22.5
export IMPL_chipHeight_um=97.1
export IMPL_insertion_delay_at_the_late_pin_of_the_worst_skew_pair_ns=0.28
export IMPL_die_size_x_um=97.1
export IMPL_cts_buf_count=5
export IMPL_pint_uw=771
export IMPL_post_layout_total_power_mw=1.32
export IMPL_lay_top_cells="55 x sky130_fd_sc_hd__clkdlybuf4s50_1, 32 x sky130_fd_sc_hd__dfrtp_1, 31 x sky130_fd_sc_hd__ha_1"
export IMPL_wl_met3_um=286
export IMPL_seq_power_share_pct=21.5
export IMPL_postSynthSeqShare_pct=29.5
export IMPL_clk_pin_slew_ns=0.07
export IMPL_port_buffers=55
export IMPL_clock_network_power_share_pct=12.4
export IMPL_starting_utilization_of_the_core_area_pct=31.1
export IMPL_drt_first_pass_iters=4
export IMPL_drt_iter0_markers=69
export IMPL_postCtsSetupBuffers=0
export IMPL_criticalPathCategory="input pin to flip-flop"
export IMPL_drt_drc_violations_left=0
export IMPL_design_core_area_um2=8720
export IMPL_synthDominantCellAreaShare_pct=29.5
export IMPL_finish_utilization_pct=38.1
export IMPL_ioPinCount=56
export IMPL_count_of_library_flops_with_an_enable_pin=0
export IMPL_hold_viol_final=0
export IMPL_ys_cells=294
export IMPL_post_synth_cell_area_avg_um2=9.23
export IMPL_detailroute_wirelength_met2_mm=2.57
export IMPL_first_pass_grt_wire_length_mm=10.2
export IMPL_comb_power_share_pct=66.1
export IMPL_worstSetupEndpointType="flip-flop"
export IMPL_placement_rows=34
export IMPL_p_sw_uw=550
export IMPL_finalSetupViolCount=0
export IMPL_maximum_operating_frequency_mhz=252
export IMPL_insertedDiodeCount=0
## metrics by stage
| step | std cells | area [um2] | setup WS (ns) |
|---|---|---|---|
| 3_5_place_dp | 426 | 3200 | 4.22 |
| 5_1_grt | 434 | 3330 | 4.34 |
| 6_report | 434 | 3330 | 4.53 |
| 3_3_place_gp | 426 | 3200 | 4.31 |
| 2_1_floorplan | 294 | 2710 | 4.87 |
| 4_1_cts | 434 | 3330 | 4.54 |
## cell type report
cell class / instances / area [um2]
Timing Repair Buffer: 56 / 558
Clock buffer: 7 / 96.3
Multi-Input combinational cell: 224 / 1680
Clock inverter: 1 / 30.0
Inverter: 6 / 22.5
Fill cell: 864 / 5400
Tap cell: 108 / 135
Sequential cell: 32 / 801
## cell usage after synthesis, drive strengths merged, types with 2 or more instances
library cell and instances:
a211oi 3, a21o 19, a21oi 29, a311oi 2
a31oi 4, and3 2, buf 26, clkbuf 6
dfrtp 32, ha 31, inv 6, mux2i 2
nand2 19, nand2b 2, nand3 10, nand4 7
nor2 12, nor3 4, o211ai 3, o21a 2
o21ai 15, o21bai 5, o221ai 2, o311ai 2
or2 3, xnor2 13, xor2 15
## final timing paths
check | from | endpoint | slack (ns) | cells past startpoint
max | DATAIN[0] | dataout_support[26] | 4.53 | 10
min | dataout_support[0] | dataout_support[0] | 0.48 | 1
max reg2reg | dataout_support[0] | dataout_support[26] | 6.01 | 9
min reg2reg | dataout_support[0] | dataout_support[0] | 0.48 | 1
max in group asynchronous | RESET_N | dataout_support[17] | 6.36 | 2
min in group asynchronous | RESET_N | dataout_support[1] | 1.82 | 2
## power by group through the flow
stage | Sequential [mW] | Clock [mW] | Combinational (mW)
after CTS | 0.285 | 0.171 | 0.876
final | 0.284 | 0.164 | 0.872
after global routing | 0.296 | 0.176 | 0.978
## critical path, cell delays in order
cell	delay [ns]
sky130_fd_sc_hd__clkdlybuf4s50_1	0.40
sky130_fd_sc_hd__ha_1	0.24
sky130_fd_sc_hd__fa_1	0.41
sky130_fd_sc_hd__a21o_1	0.22
sky130_fd_sc_hd__a31o_1	0.27
sky130_fd_sc_hd__nand2_1	0.08
sky130_fd_sc_hd__o221ai_1	0.22
sky130_fd_sc_hd__a311oi_1	0.33
sky130_fd_sc_hd__o21bai_1	0.10
sky130_fd_sc_hd__xor2_1	0.15
## metal layers
layer / vias to the layer above / track usage (%)
met5: - / 0
met4: 0 / 1.15
met3: 4 / 2.56
met2: 50 / 19.9
met1: 1022 / 21.0
li1: 1127 / -
## kinds of logic (layout without fill, tap and decap cells)
group	after synthesis	count (layout)	synth area share [%]
fa+ha+maj	32	32	15.0
compound gates	97	97	25.5
buf+inv	38	70	8.48
simple gates	65	65	11.7
xor+xnor	28	28	9.04
mux	2	2	0.738
flops	32	32	29.5
Power and IR drop assume default switching activity.
